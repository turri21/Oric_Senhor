==> /design/flow/design.v <==
`timescale 1ps / 1ps
module spram #(
	parameter address_width = 10,
	parameter data_width = 8,
	parameter numwords = (2**address_width)
) 
(
	input	wire									clock,
	input	wire									wren,
	input	wire	[address_width-1:0]		address,
	input	wire	[data_width-1:0]			data,
	output	reg		[data_width-1:0]	q
);
reg [data_width-1:0] mem [numwords-1:0];
always @(posedge clock) begin
	q <= mem[address];
	if(wren) begin
		mem[address] <= data;
	end
end
endmodule
==> /design/flow/run.sh <==
#!/bin/bash
# OpenROAD 26Q1-2900-gdf79404cd8, Yosys 0.63+post, stock flow scripts
make -C /OpenROAD-flow-scripts/flow DESIGN_CONFIG=/design/flow/config.mk WORK_HOME=/design/flow/orfs finish
==> /design/flow/config.mk <==
export PLATFORM = sky130hd
export DESIGN_NAME = spram
export DESIGN_NICKNAME = spram
export VERILOG_FILES = /design/flow/design.v
export SDC_FILE = /design/flow/constraint.sdc
export NUM_CORES = 4
export LEC_CHECK = 1
export CORE_UTILIZATION = 50
export SYNTH_MEMORY_MAX_BITS = 65536
==> /design/flow/constraint.sdc <==
current_design spram

set clk_period 41.4
set clk_io_pct 0.2

create_clock -name clk0 -period $clk_period [get_ports {clock}]

set non_clock_inputs [all_inputs -no_clocks]
set_input_delay [expr $clk_period * $clk_io_pct] -clock clk0 $non_clock_inputs
set_output_delay [expr $clk_period * $clk_io_pct] -clock clk0 [all_outputs]
==> metrics.cfg <==
[final_timing]
finalSetupViolCount = 0
max_slew_margin_pct = 10.6
slew_violations = 0
final_worst_clock_skew_ns = 0.0738
final_critical_delay_including_setup_and_external_delays_ns = 15.54
postLayoutSetupSlackWorst_ns = 25.86
max_freq_mhz = 64.4
worst_hold_slack_ns = 1.04
worst_pin_slew_ns = 1.33
fin_crit_sh_pct = 37.5
fin_setup_tns_ns = 0
final_hold_viol_count = 0
unrepaired_setup_endpoints_after_global_routing = false

[logic_synthesis]
mapped_cell_area_um2 = 316000
syn_inst = 16700
synthDistinctLibCells = 59
ys_dominant_reg_cell = sky130_fd_sc_hd__edfxtp_1
synth-seq-cells = 8200
synth.yosys.warnings = 1
yosys-stat-area_um2 = 316000
synth_area_per_cell_um2 = 19.0
synth_seq_share_pct = 77.8
ys_cells = 16700
enable_flop_cells = 8192
async_flop_share_pct = 0

[floorplan]
fp_util_pct = 50.3
chip_area_um2 = 636000
die.size.x_um = 797
floorplan.io_pins = 28
core_region_area_um2 = 629000
std_cell_rows = 291
die_height_um = 797

[setup_path]
worst_r2r_startpoint = mem[586][1]$_DFFE_PP_
crit_chain = buf_16 -> buf_4 -> buf_4 -> buf_4 -> buf_4 -> buf_4 -> buf_4 -> buf_4 -> buf_4 -> mux2i_1 -> o22ai_1 -> nor4_1 -> o211ai_1 -> a21oi_1 -> nor3_1 -> nor4_2 -> buf_4 -> nand4_1
timing_worst_setup_path_type = in2reg
slowest_stage = sky130_fd_sc_hd__buf_4
arrival_time_worst_endpoint_ns = 16.51
crit_path_frequent_cell = sky130_fd_sc_hd__buf_4
worst_path_largest_cell_delay_ns = 0.70
cell_family_contributing_the_most_delay_on_the_critical_path = buffers and inverters
path_max_fanout = 48
cp_num_buf_inv = 10
rrSetupSlack_ns = 37.40
end_kind = flop
critPathLaunchType = primary input
critical_path_required_ns = 42.38
critical_path.startpoint = address[1]

[global_route]
antenna_found_initial = 69
gr-total-overflow = 0
grt_max_degree = 122
grt.total_usage_pct = 31.8
first_global_vias = 170000
grt_first_pass_wirelength_um = 1260000

[layout]
fin_area_um2 = 354000
end_of_flow_core_utilization_pct = 56.3
final-seq-area_um2 = 246000
layout.filler_cells = 46400
final-comb-area_um2 = 65600
final_layout_top_logic_cell = sky130_fd_sc_hd__edfxtp_1
lay_top_cells = sky130_fd_sc_hd__edfxtp_1, sky130_fd_sc_hd__mux2i_1, sky130_fd_sc_hd__nor2_1
post_route_cells_drive_above_1_share_pct = 15.4
flow.area_growth_from_synthesis_pct = 12.1

[power]
netSwitchingFraction_pct = 21.5
vdd_ir_drop_max_uv = 44.3
power.static_leakage_nw = 116
seqPwrFrac_pct = 54.1
internal-power_mw = 13.3
p_clk_share_pct = 41.4
comb_power_share_pct = 4.5
p_sw_mw = 3.64
pwr_density_cell_nw_per_um2 = 47.7

[cts]
numCtsBuffers = 818
cts_tree = yes
path_clk_slew_ns = 0.06
clk_root_buffer_cell = sky130_fd_sc_hd__clkbuf_16
cts_resized = 0
ctsLongestPathBuffers = 4
clock_sinks = 8200
setup_buffers_after_cts = 0
ctsHoldBuffers = 0
cts.htree.levels = 6
insertion_delay_ns = 1.15

[place]
place_area_um2 = 329000
routability_driven_placement_congestion_ratio = 0.905
io_buffer_count = 27
detailed_place_hpwl_um = 555000
pre_cts_ws_ns = 24.77

[run]
drv.max_cap_violation_count = 0
tool_warnings = 61

[outcome]
outcome = finished, final reports clean

[routing]
antenna_violating_nets_post_route = 0
drt_iter0_markers = 11000
drt_via_density = 6.11
drt_pre_antenna_iters = 7
wl_per_cell_um = 34.0
final_routed_wirelength_um = 897000
routed-via-count = 161000
drt_drc_violations_left = 0

[min_path]
min_delay_startpoint = mem[795][7]$_DFFE_PP_
hold_path_class = reg2reg

Yosys cell counts, types with 124 or more instances:
cell | number | area (um2)
sky130_fd_sc_hd__edfxtp_1 | 8192 | 246000
sky130_fd_sc_hd__mux2i_1 | 2684 | 26900
sky130_fd_sc_hd__nor2_1 | 1384 | 5190
sky130_fd_sc_hd__o22ai_1 | 1098 | 6870
sky130_fd_sc_hd__mux4_2 | 748 | 16800
sky130_fd_sc_hd__clkbuf_1 | 459 | 1720
sky130_fd_sc_hd__buf_2 | 444 | 2220
sky130_fd_sc_hd__nand2_1 | 231 | 867
sky130_fd_sc_hd__nor4_1 | 195 | 1220
sky130_fd_sc_hd__nor3_1 | 174 | 871
sky130_fd_sc_hd__a22oi_1 | 145 | 1090
sky130_fd_sc_hd__o21ai_0 | 127 | 636
sky130_fd_sc_hd__buf_4 | 124 | 931
worst paths after layout:
kind	endpoint	cells past startpoint
worst min register to register	q[7]$_DFF_P_	5
worst max-delay path	q[5]$_DFF_P_	18
worst max register to register	q[1]$_DFF_P_	10
worst min-delay path	q[7]$_DFF_P_	5
state kept, by name (all words and copies together) (netlist names):
signal	count
mem	8192
q	8
kinds of logic after synthesis:
logic type,share of synthesized area [%]
compound gates,3.79
buf+inv,1.62
flops,77.8
mux,13.9
simple gates,2.87
power groups by stage:
| stage | Sequential, mW | Clock, mW | Combinational, mW |
|---|---|---|---|
| 4_1_cts | 9.15 | 7.09 | 0.764 |
| 5_1_grt | 9.14 | 7.40 | 0.808 |
| 6_report | 9.15 | 7.00 | 0.763 |
layout make-up:
class,instances,share of cell area (%)
multi-input cells,7381,18.5
flip-flops and latches,8200,69.5
diodes,148,0.105
inverters,3,0.00600
clock inverters,455,0.995
well taps,8350,2.95
repair buffers,814,1.87
clock buffers,1057,6.09
worst register-to-register path, delay by kind of cell, from the launching register on:
kind / cells / cell delay (ns)
AND-OR/OR-AND: 2 / 0.89
buffers and inverters: 3 / 0.72
flip-flops: 1 / 0.35
multiplexers: 1 / 0.14
AND/OR/NAND/NOR: 4 / 1.75
stage by stage:
stage | total power, mW | std cells
floorplan | 9.69 | 16700
global placement | 10.1 | 24700
detailed placement | 10.1 | 24700
CTS | 17.0 | 26300
global route | 17.4 | 26300
finish | 16.9 | 26400
routing by layer:
metal	vias up	share of wire, %	GRT usage [%]
li1	69100	-	-
met1	81500	32	41.1
met2	8967	45	43.2
met3	1613	18	24.8
met4	79	4.3	11.3
met5	-	0.13	2.06
Power figures rest on the tool's default switching activity, not on a simulated workload.
